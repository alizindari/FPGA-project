**flow/config.mk**
```make
export PLATFORM = sky130hd
export DESIGN_NAME = alu
export DESIGN_NICKNAME = alu
export VERILOG_FILES = /design/flow/design.v
export SDC_FILE = /design/flow/constraint.sdc
export NUM_CORES = 4
export LEC_CHECK = 1
export CORE_UTILIZATION = 50
```
**flow/constraint.sdc**
```tcl
current_design alu

set clk_period 14.9
set clk_io_pct 0.2

create_clock -name clk0 -period $clk_period [get_ports {clk}]

set non_clock_inputs [all_inputs -no_clocks]
set_input_delay [expr $clk_period * $clk_io_pct] -clock clk0 $non_clock_inputs
set_output_delay [expr $clk_period * $clk_io_pct] -clock clk0 [all_outputs]
```
**flow/run.sh**
```bash
#!/bin/bash
# OpenROAD 26Q1-2900-gdf79404cd8, Yosys 0.63+post, stock flow scripts
make -C /OpenROAD-flow-scripts/flow DESIGN_CONFIG=/design/flow/config.mk WORK_HOME=/design/flow/orfs finish
```
**flow/design.v**
```verilog
module alu(input clk,input [31:0] a,b,input [3:0] sel,output reg [31:0] res,output reg zero);
always @(posedge clk)begin
if (a == b) zero <= 1 ;else zero <= 0;
case(sel)
4'b0000: res <= a & b;
4'b0001: res <= a | b;
4'b0010: res <= a+b;
4'b0110: res <= a-b;
4'b0111: if (a<b) res <= 1; else if(b<a) res <= 0;
4'b1100: res <= ~(a | b);
endcase 
end 
endmodule
```
==> flow_summary.toml <==
# yosys + openroad results
[die]
rows = 40
fp-utilization_pct = 51.87
fp.dieW_um = 114.3
chipArea_um2 = 13070
fp.dieH_um = 114.3
pin_count = 102
core_area_um2 = 12160

[worst_setup_path]
endpoint_kind = "flop"
worstPathMaxFanout = 19
start_kind = "input port"
worstPathArrival_ns = 6.82
crit_chain = "clkdlybuf4s50_1 > inv_1 > ha_1 > or4_4 > or3_4 > nor3_2 > nor4_1 > o21bai_2 > a21oi_2 > nor3_1 > a211o_1 > a41oi_4 > buf_4"
crit_slowest_cell = "or4_4"
crit_required_ns = 14.93
critPathKind = "input port to flop"
crit_path_end = "res[23]$_DFFE_PP_"
cpPeakStageDelay_ns = 0.62
cp-startpoint = "a[11]"

[finish]
lay_top_cells = "102 x ha_1, 101 x clkdlybuf4s50_1, 96 x inv_1, 88 x nor2_1, 76 x a21oi_1"
seq_area_um2 = 980.9
logic_area_um2 = 4647
num-fill-cells = 1068
mostFrequentLayoutCell = "ha_1"
area_growth_syn_to_layout_pct = 17.95
drive_gt1_share_pct = 4.120

[power]
p_leak_nw = 3.221
p_sw_mw = 0.1831
swShare_pct = 37.76
clock_power_share_pct = 26.2
intPower_mw = 0.3018
seqPwrFrac_pct = 24.9
p_per_area_nw_per_um2 = 65.17
pwr-share-comb_pct = 48.9
peakVddDrop_mv = 0.04316

[global_routing]
antenna_found_initial = 0
grt_max_degree = 46
grt_pass1_vias = 6026
grt_pass1_wl_um = 30860
overflow = 0
gr-usage-all-layers_pct = 31.01

[final_timing]
setup_viol = 0
slew_violations = 0
timing.hold.ws_ns = 3.586
tns_ns = 0
worst_slack_ns = 8.106
rsz0062_at_grt = "false"
period_used_pct = 45.60
period_needed_ns = 6.794
max_freq_mhz = 147.2
slew_headroom_pct = 36.63
finalHoldViolCount = 0
worst_pin_slew_ns = 0.9505

[yosys]
ys_area_um2 = 6309
enable_flop_cells = 32
ys_seq_share_pct = 15.55
async_flop_share_pct = 0
ff_type = "edfxtp_1"
netlist.top_cell.by_area = "ha_1"
yosys_warnings = 1
netlist_instances = 826
synth.area.top_cells = "ha_1 20%, edfxtp_1 15%, a21oi_1 6.1%, inv_1 5.7%, nor2_1 5.3%"
yosysUniqueCellTypes = 82
synth_top_area_share_pct = 20.23
ys_ff = 33
yosysCellCount = 826
synth.cell_area_um2 = 6309
syn_avg_cell_area_um2 = 7.637

[route]
vias_per_cell = 5.934
drt_iter0_markers = 550
ant_nets = 0
n_antenna_cell = 0
vias = 6326
wl_per_cell_um = 17.95
routed_wl_um = 19140
drc = 0
drtPass1Iterations = 5

[placement]
port_buffers = 101
place.gp.congestion = 0.9642
pre_cts_slack_ns = 7.818
detailed_place_hpwl_um = 14970

[hold_path]
hold_class = "input port to flop"
hold_path_startpoint = "b[3]"

[cts]
cts-buffers-inserted = 5
cts_setup_buffers = 0
cts.sinks = 33
cts-resized-gates = 0
clock_tree.root_cell = "clkbuf_16"
cts_buffer_depth = 2
htreeDepth = 2
hold_buffers = 0
clk_pin_slew_ns = 0.06
cts_tree = "done"

[run]
warnings = 96
drv_cap = 0

[status]
status = "finished, final reports clean"
-- cell type report --
type / count / area share, %
multi-input combinational: 651 / 62.45
timing repair buffer: 108 / 14.29
sequential: 33 / 13.18
inverter: 98 / 4.944
tap: 168 / 2.825
clock buffer: 5 / 1.682
clock inverter: 3 / 0.6222
-- flip-flops by register name (all words and copies together) (netlist names) --
register / cells
zero: 1
res: 32
-- logic make-up after synthesis --
| family | count (synthesis) | share of synthesized area (%) |
|---|---|---|
| buffers and inverters | 142 | 11.19 |
| AOI/OAI and AO/OA | 278 | 29.69 |
| muxes | 7 | 1.111 |
| xor gates and xnor gates | 29 | 4.026 |
| adders and majority gates | 104 | 20.86 |
| and+or+nand+nor | 233 | 17.57 |
| DFF | 33 | 15.55 |
-- power groups by stage --
stage                 clock, mW  sequential (mW)  combinational [mW]
after CTS                 0.130            0.121               0.235
after global routing      0.133            0.122               0.261
final                     0.127            0.121               0.237
-- routing by layer --
layer	share of wire [%]	vias up	routed length, um	GRT usage [%]
met5	0	-	0	0
met4	1.6	0	305	4.242
met3	6.8	24	1304	5.340
met2	44	239	8425	48.73
met1	48	2952	9100	46.46
li1	-	3111	-	-
-- synthesized netlist by cell type, types with 13 or more instances --
| cell | count |
|---|---|
| inv_1 | 96 |
| nor3_1 | 21 |
| o21ai_0 | 57 |
| o211ai_1 | 13 |
| xnor2_1 | 24 |
| nor2_1 | 89 |
| a221oi_1 | 22 |
| ha_1 | 102 |
| clkbuf_8 | 13 |
| a21oi_1 | 77 |
| nand3_1 | 14 |
| nand2_1 | 51 |
| edfxtp_1 | 32 |
| clkbuf_1 | 19 |
| a21o_1 | 14 |
-- critical path, delay by kind of cell --
kind | cells | cell delay [ns]
AOI/OAI and AO/OA | 4 | 0.87
and+or+nand+nor | 5 | 1.53
buffers and inverters | 3 | 0.92
adders and majority gates | 1 | 0.49
-- through the flow --
stage | cell area (um2) | std cells | util [%] | total power, mW
floorplan | 6309 | 826 | - | 0.2738
global placement | 7269 | 1058 | 59.77 | 0.3542
detailed placement | 7269 | 1058 | 59.77 | 0.3553
CTS | 7441 | 1066 | 61.18 | 0.4862
global route | 7441 | 1066 | 61.18 | 0.5158
finish | 7441 | 1066 | 61.18 | 0.4849
-- worst min-delay path by stage --
stage / to / slack [ns] / cells after the start
4_1_cts: res[3]$_DFFE_PP_ / 3.59 / 5
6_report: res[3]$_DFFE_PP_ / 3.59 / 5
5_1_grt: res[31]$_DFFE_PP_ / 3.65 / 4
Power and IR drop assume default switching activity.
