## /design/flow/config.mk

```make
export PLATFORM = sky130hd
export DESIGN_NAME = registerbank
export DESIGN_NICKNAME = registerbank
export VERILOG_FILES = /design/flow/design.v
export SDC_FILE = /design/flow/constraint.sdc
export NUM_CORES = 4
export LEC_CHECK = 1
export CORE_UTILIZATION = 50
```

## /design/flow/constraint.sdc

```tcl
current_design registerbank

set clk_period 8.4
set clk_io_pct 0.2

create_clock -name clk0 -period $clk_period [get_ports {clk}]

set non_clock_inputs [all_inputs -no_clocks]
set_input_delay [expr $clk_period * $clk_io_pct] -clock clk0 $non_clock_inputs
set_output_delay [expr $clk_period * $clk_io_pct] -clock clk0 [all_outputs]
```

## /design/flow/design.v

```verilog
module registerbank #(parameter M=5, N=32) (input clk,regwrite,jump_link,
					    input [4:0] read_reg_1,read_reg_2,write_reg,
		                            input [31:0] write_data,
				            output reg[31:0] read_data_1,read_data_2); 
reg [31:0] mem [0:31];
initial begin
mem[0] <= 0;
mem[5] = 15;
end
always @(posedge clk) begin 
	if (regwrite == 1)
		mem[write_reg] <= write_data;
	if (jump_link == 1)
 		mem[31] <= write_data;
end 
always @(*)begin
	read_data_1 <= mem[read_reg_1];
	read_data_2 <= mem[read_reg_2];		
end
endmodule
```

## /design/flow/run.sh

```bash
#!/bin/bash
# OpenROAD 26Q1-2900-gdf79404cd8, Yosys 0.63+post, stock flow scripts
make -C /OpenROAD-flow-scripts/flow DESIGN_CONFIG=/design/flow/config.mk WORK_HOME=/design/flow/orfs finish
```

==> impl_metrics.json <==
{
  "place.gp.congestion": 0.884,
  "leakage_nw": 20.1,
  "synth_cells": 3386,
  "cts_setup_buffers": 0,
  "io_pins": 114,
  "holdPathEnd": "mem[15][7]",
  "antenna_found_initial": 2,
  "top_regs": "mem: 1024 flops",
  "drt-total-wl_um": 154000,
  "largest-register": "mem",
  "core-area_um2": 96700,
  "dp.cells": 4644,
  "die_area_um2": 98800,
  "grt_pass1_vias": 32700,
  "min_from": "write_data[7]",
  "first_pass_iters": 5,
  "cts_root_buf": "clkbuf_16",
  "fp_util": 0.504,
  "hold_buffers": 0,
  "status": "completed",
  "clock-sinks": 1024,
  "ir_worst_vdd_mv": 0.172,
  "rsz0062_at_grt": "no",
  "path_common_cell": "clkdlybuf4s50_1",
  "final_layout_size_suffix_gt1_frac": 0.0892,
  "via_count": 31300,
  "rows": 114,
  "period_minus_slack_ps": 6720,
  "grt_pass1_wl_um": 220000,
  "cp_top_family": "buffers and inverters",
  "largest_register_ffs": 1024,
  "h-tree-depth": 3,
  "netlist_area_um2": 48800,
  "grt_overflow": 0,
  "grt_start_max_net_pins": 99,
  "ant_nets": 0,
  "setup_violations": 0,
  "clkSlewWorstSetupHoldPaths_ps": 60,
  "yosysCellCount": 3386,
  "hold_depth": 2,
  "start_kind": "input pin",
  "syn_area_per_cell_um2": 14.4,
  "ys_ff": 1024,
  "timing.fmax_ghz": 0.149,
  "finalMaxSlewViolations": 0,
  "critPathRequiredTime_ps": 6720,
  "end_kind": "output port",
  "dp_hpwl_um": 82300,
  "drv_cap": 0,
  "fin_crit_sh": 0.800,
  "die_h_um": 314,
  "synth-async-reset-ratio": 0,
  "diodes": 0,
  "edf_count": 1024,
  "path_class": "input pin to output port",
  "final_cell_count_no_fill": 4843,
  "slowest_delay_ps": 620,
  "routedWlPerCell_um": 31.7,
  "numCtsBuffers": 108,
  "synth_cell_types": 24,
  "grt.total_usage": 0.343,
  "cts_tree": "yes",
  "clockBufferDepth": 3,
  "drt_iter0_markers": 2551,
  "ys_seq_share": 0.630,
  "synthTopCellsByArea": "edfxtp_1 63%, mux2i_1 21%, a22oi_1 3.0%",
  "path_buffers": 3,
  "cp_max_fo": 64,
  "warnings": 26,
  "power_density_nw_per_um2": 206,
  "top_cell_area_share": 0.630,
  "critical_path_arrival_ps": 5040,
  "dieWidth_um": 314,
  "synth_top_flop_cell": "edfxtp_1",
  "cpMaxStageDelayCell": "clkdlybuf4s50_1",
  "drc_errors": 0,
  "path_cells": "clkdlybuf4s50_1 -> nor2b_4 -> buf_12 -> a22o_1 -> nor3_1 -> a31oi_1 -> nand3_1 -> clkdlybuf4s50_1",
  "max_slew.worst_pin.slew_ps": 1020,
  "hold_class": "input pin to register",
  "area_growth_pct": 12.3,
  "ys_warn_count": 1,
  "final_hold_viol_count": 0,
  "post_cts_resized": 0,
  "fin_tns_setup_ps": 0,
  "io_buffer_count": 113,
  "yosysTopAreaCell": "edfxtp_1",
  "avgViaCountPerCell": 6.46,
  "slew_headroom": 0.319,
  "ys_area_um2": 48800
}
## report_power, final
part | internal (mW) | leakage [nW] | switching, mW
clock network | 2.53 | 1.61 | 1.92
logic | 0.405 | 9.28 | 0.667
registers | 5.70 | 9.25 | 0.0301
total | 8.63 | 20.1 | 2.62
## worst max path at each step
stage,to,slack (ps),cells past startpoint,startpoint
after CTS,read_data_2[9],1820,8,read_reg_2[2]
after global routing,read_data_2[9],1540,8,read_reg_2[2]
final,read_data_2[9],1680,8,read_reg_2[2]
## cells in the mapped netlist (all sizes together) (3+ instances only)
library cell and instances:
clkbuf 83, nor2b 4, mux2i 1024, nor2 34, a22o 128, nand3 194, or3b 3, a31oi 64
a22oi 192, buf 170, nor3 64, nand2b 4, nand2 195, a21oi 192, nand3b 5, edfxtp 1024
## stage by stage
stage | hold WS [ps] | worst slack, ps | total power, mW | area, µm² | util
detailed placement | 2510 | 1820 | 6.89 | 51500 | 0.532
CTS | 1780 | 1820 | 11.3 | 54800 | 0.566
global route | 1830 | 1540 | 11.6 | 54800 | 0.566
floorplan | 1780 | 3990 | 6.43 | 48800 | -
global placement | 2500 | 1750 | 6.88 | 51500 | 0.532
finish | 1810 | 1680 | 11.3 | 54800 | 0.566
## layout make-up
cell class                 count  area (µm²)
tap                         1276        1600
timing repair buffer         235        2340
clock inverter                59         349
sequential                  1024       30700
clock buffer                 140        2930
fill                        7243       42000
multi-input combinational   2109       16800
## placed cells by master (no fill, tap or decap), types with 23 or more instances in the layout
cell                n
nand2_1           193
edfxtp_1         1024
a22oi_1           192
a31oi_1            64
clkinv_1           29
nor2_4             33
a22o_1            128
buf_4              99
a21oi_1           192
mux2i_1          1024
clkbuf_1           27
buf_12             23
nand3_1           194
nor3_1             64
clkbuf_16         113
clkdlybuf4s50_1   111
## metal layers
| metal | GRT usage | up-vias | wire length, µm |
|---|---|---|---|
| met5 | 0.0329 | - | 400 |
| li1 | - | 13600 | - |
| met1 | 0.443 | 15300 | 52900 |
| met3 | 0.254 | 324 | 27200 |
| met4 | 0.0828 | 13 | 4860 |
| met2 | 0.478 | 2033 | 68300 |
## logic make-up (layout without fill, tap and decap cells)
| logic type | count (synthesis) | count (layout) | synth area share |
|---|---|---|---|
| and+or+nand+nor | 508 | 508 | 0.0471 |
| muxes | 1024 | 1024 | 0.210 |
| buffers and inverters | 253 | 434 | 0.0317 |
| AOI/OAI and AO/OA | 577 | 577 | 0.0806 |
| DFF | 1024 | 1024 | 0.630 |
No activity file was given, so power comes from the tool's default toggle rates.
