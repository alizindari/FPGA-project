`run.sh`:
```
#!/bin/bash
# OpenROAD 26Q1-2900-gdf79404cd8, Yosys 0.63+post, stock flow scripts
make -C /OpenROAD-flow-scripts/flow DESIGN_CONFIG=/design/flow/config.mk WORK_HOME=/design/flow/orfs finish
```
`config.mk`:
```
export PLATFORM = sky130hd
export DESIGN_NAME = datamemory
export DESIGN_NICKNAME = datamemory
export VERILOG_FILES = /design/flow/design.v
export SDC_FILE = /design/flow/constraint.sdc
export NUM_CORES = 4
export LEC_CHECK = 1
export CORE_UTILIZATION = 50
```
`constraint.sdc`:
```
current_design datamemory

set clk_period 55.4
set clk_io_pct 0.2

create_clock -name clk0 -period $clk_period [get_ports {clk}]

set non_clock_inputs [all_inputs -no_clocks]
set_input_delay [expr $clk_period * $clk_io_pct] -clock clk0 $non_clock_inputs
set_output_delay [expr $clk_period * $clk_io_pct] -clock clk0 [all_outputs]
```
`design.v`:
```
module datamemory #(parameter M=7, N=32) (input clk,
					memread,
					memwrite,
					input [6:0] address,
					input [31:0] write_data,
					output reg[31:0] read_data); 
reg [31:0] mem [0:127];
initial begin
mem[13] = 3;
end
always @(posedge clk) begin 
if (memwrite)
    mem[address] <= write_data;		
end 
always @(*)begin
if (memread)
    read_data = mem[address];
end
endmodule
```
==> impl_metrics.ini <==
; generated from flow reports
[cells_and_area]
area_growth_pct = 13.72
drive_gt1_share_pct = 17.71
fin_util_pct = 57.23
stdcell_area_um2 = 178600
fillers = 22660

[clock_tree]
cts.reportedPaths.clkPinSlew_ns = 0.06
postCtsHoldBufs = 0
cts_max_level = 5
cts_root_buf = clkbuf_16
cts_tree = yes
cts-buffers-inserted = 411
post-cts-setup-buffers = 0
ctsResizeCount = 0
cts_buffer_depth = 4

[critical_path]
worstPathCellList = buf_8 -> buf_4 -> buf_4 -> nor3b_2 -> buf_4 -> nand2_2 -> buf_4 -> nor2_4 -> buf_4
critPathRequiredTime_ns = 56.08
crit_top_cell = buf_4
cp_slowest_cell = buf_4
crit_fanout = 58
start_kind = input pin
crit_type = input pin to register
end_kind = register
critPathMaxStageDelay_ns = 0.77
crit_arrival_ns = 14.98

[final_timing]
tightest_slew_ns = 1.290
finalCritPeriodShare_pct = 25.83
slew_viol_final = 0
clock.fmax_ghz = 0.06989
final.min_clock_period_ns = 14.31
unclocked_regs = 32
hold_ws_ns = 10.43
relSlewSlack_pct = 13.97
rsz0062_at_grt = false
setup_viol = 0
final-hold-violation-count = 0
untimed_endpoints = 64
setup_tns_ns = 0

[drt]
first_pass_iters = 6
wl_per_cell_um = 41.44
drt_iter0_drc = 7927
vias = 93810
viasPerCell = 6.807
wl_um = 571100
drc = 0
ant_nets = 0

[synth]
yosys.cell_types.count = 76
synthMuxAreaShare_pct = 3.813
synth.most_common_cell = edfxtp_1
yosys.area.top_type_share_pct = 78.29
ff_type = edfxtp_1
adder_share_pct = 0
syn_area_um2 = 157100
compound_area_share_pct = 12.83
postSynth.asyncResetShare_pct = 0
logic_family = AND-OR/OR-AND gates
syn_avg_cell_area_um2 = 17.54
ys.warnings.count = 1
yosys.area_share.xor_xnor_pct = 0
top_cells_by_count = edfxtp_1, a221oi_1, a22oi_1, a21oi_1
ys_ff = 4128
yosys_area_um2 = 157100
yosys-stat-cells = 8954
synthTopCellsByArea = edfxtp_1, a221oi_1, a22oi_1
ys_sh_simple_pct = 2.732
edf_count = 4096
synth_cells = 8954
top_area_cell = edfxtp_1

[die]
fp-utilization_pct = 50.33
chip_area_um2 = 316400
die_y_um = 562.5
rows = 205
io_pins = 74
die_x_um = 562.5
core_area_um2 = 312200

[power]
irDropWorstVdd_v = 0.00003072
p_total_mw = 6.663
p_leak_nw = 55.21
powerDensity_nw_per_um2 = 37.30

[placed_design]
placed_area_um2 = 165000
portBuffers = 73
place_hpwl_um = 348200
gp_congestion = 1.045

[global_routing]
grt_max_degree = 99
grt_overflow = 0
grt_pass1_vias = 97460
grt_usage_pct = 40.82
antenna_found_initial = 59
grt_pass1_wl_um = 781300

[run]
warnings = 27
max_cap_violations = 0

[hold_path]
hold_path_class = input pin to register

[status]
status = complete, no violations
==> where the power goes <==
part | switching (mW) | internal [mW]
Clock | 1.20 | 1.59
Sequential | 0.00422 | 3.43
Combinational | 0.344 | 0.100
==> critical path: cells and delay by family <==
family | cells | cell delay, ns
buffers and inverters | 6 | 3.00
and+or+nand+nor | 3 | 0.76
==> final cells by class <==
type / instances / area (µm²) / area share (%)
Sequential cell: 4128 / 123500 / 69.12
Multi-Input combinational cell: 4092 / 31680 / 17.73
Clock buffer: 501 / 10640 / 5.958
Tap cell: 4140 / 5180 / 2.900
Timing Repair Buffer: 594 / 4597 / 2.573
Clock inverter: 252 / 2843 / 1.591
Antenna cell: 68 / 170.2 / 0.09525
Inverter: 7 / 50.05 / 0.02802
==> through the flow <==
stage               setup slack (ns)  std cells
finish                         41.09      13780
global route                   41.09      13770
CTS                            41.26      13710
detailed placement             40.23      12960
global placement               40.24      12960
floorplan                      39.38       8954
==> cells by family (layout without fill, tap and decap cells) <==
group	Yosys count	after routing
simple gates	885	885
buf+inv	734	1354
latches	32	32
compound gates	2731	2731
other cells	0	68
flops	4096	4096
mux	476	476
==> sequential cells by signal, summed over array words and instances (netlist names) <==
name and count:
mem 4096, read_data 32
==> cells in the final DEF, fill, tap and decap left out, types with 15 or more instances in the layout <==
| cell type | count |
|---|---|
| o21ai_0 | 317 |
| a22o_1 | 43 |
| o2bb2ai_1 | 25 |
| clkinv_1 | 95 |
| clkinvlp_4 | 16 |
| nand3_1 | 27 |
| a211o_1 | 19 |
| o221ai_1 | 49 |
| edfxtp_1 | 4096 |
| a21oi_1 | 425 |
| clkinv_2 | 58 |
| o22a_1 | 31 |
| a221o_1 | 64 |
| nor2_1 | 160 |
| nor2b_1 | 100 |
| nor2_4 | 128 |
| nand2_1 | 231 |
| mux4_2 | 70 |
| mux2_2 | 277 |
| nand2b_1 | 19 |
| o2111ai_1 | 17 |
| nor3_1 | 40 |
| bufinv_16 | 47 |
| a21o_1 | 15 |
| o22ai_1 | 170 |
| diode_2 | 68 |
| mux2i_1 | 127 |
| nand3b_1 | 31 |
| a222oi_1 | 44 |
| a22oi_1 | 468 |
| clkbuf_1 | 89 |
| a31oi_1 | 19 |
| a211oi_1 | 43 |
| a221oi_1 | 845 |
| or2_2 | 16 |
| dlxtp_1 | 32 |
| clkbuf_16 | 412 |
| clkdlybuf4s50_1 | 34 |
| buf_4 | 551 |
| o211ai_1 | 17 |
==> final timing paths <==
kind	cells after the start	end	slack (ns)	startpoint
min	1	mem[110][3]$_DFFE_PP_	10.43	write_data[3]
max	9	mem[122][24]$_DFFE_PP_	41.09	address[2]
==> metal layers <==
metal  vias up  global-route usage, %  share of wire, %
li1      38200                      -                 -
met1     46490                  46.62                29
met2      7775                  52.95                43
met3      1246                  36.62                21
met4       102                  17.89               5.9
met5         -                  14.80              0.81
No activity file was given, so power comes from the tool's default toggle rates.
